**flow/config.mk**
```make
export PLATFORM = sky130hd
export DESIGN_NAME = pitch_volume_out
export DESIGN_NICKNAME = pitch_volume_out
export VERILOG_FILES = /design/flow/design.v
export SDC_FILE = /design/flow/constraint.sdc
export NUM_CORES = 4
export LEC_CHECK = 1
export CORE_AREA = 10 10 75 75
export DIE_AREA = 0 0 85 85
```
**flow/design.v**
```verilog
module pitch_volume_out(clock_in, blue_x, blue_y, tempo, volume);
   input [9:0] blue_x;
   input [9:0] blue_y;
   input 	   clock_in;
   output reg [2:0] tempo;
   output reg [2:0] volume;
   always @ (posedge clock_in)
	 begin
		if(blue_x < 10'd224) tempo = 3'd0;
		else if(blue_x < 10'd304) tempo = 3'd1;
		else if(blue_x < 10'd384) tempo = 3'd2;
		else if(blue_x < 10'd464) tempo = 3'd3;
		else if(blue_x < 10'd544) tempo = 3'd4;
		else if(blue_x < 10'd624) tempo = 3'd5;
		else if(blue_x < 10'd704) tempo = 3'd6;
		else if(blue_x < 10'd784) tempo = 3'd7;
		if(blue_y < 10'd94) volume = 3'd0;
		else if(blue_y < 10'd152) volume = 3'd1;
		else if(blue_y < 10'd210) volume = 3'd2;
		else if(blue_y < 10'd268) volume = 3'd3;
		else if(blue_y < 10'd326) volume = 3'd4;
		else if(blue_y < 10'd384) volume = 3'd5;
		else if(blue_y < 10'd442) volume = 3'd6;
		else if(blue_y < 10'd503) volume = 3'd7;
	 end
endmodule  
```
**flow/constraint.sdc**
```tcl
current_design pitch_volume_out

set clk_period 2.2
set clk_io_pct 0.2

create_clock -name clk0 -period $clk_period [get_ports {clock_in}]

set non_clock_inputs [all_inputs -no_clocks]
set_input_delay [expr $clk_period * $clk_io_pct] -clock clk0 $non_clock_inputs
set_output_delay [expr $clk_period * $clk_io_pct] -clock clk0 [all_outputs]
```
**flow/run.sh**
```bash
#!/bin/bash
# OpenROAD 26Q1-2900-gdf79404cd8, Yosys 0.63+post, stock flow scripts
make -C /OpenROAD-flow-scripts/flow DESIGN_CONFIG=/design/flow/config.mk WORK_HOME=/design/flow/orfs finish
```
==> impl_metrics.env <==
# yosys + openroad results
export IMPL_post_synth_top_area_share_pct=23.9
export IMPL_clk_insertion_delay_late_ns=0.22
export IMPL_ant_nets=0
export IMPL_async_flop_share_pct=0
export IMPL_maximum_resistive_drop_on_vdd_mv=0.429
export IMPL_max_freq_mhz=529
export IMPL_fin_skew_ns=0
export IMPL_synthTopCellsByArea="dfxtp_1, nor2_1, a41o_1"
export IMPL_die_h_um=85
export IMPL_drcViolationCount=0
export IMPL_num_io_pins=27
export IMPL_maxCapViolCount=0
export IMPL_synth_stat_cells=66
export IMPL_grt_ovfl_total=0
export IMPL_synth_edff_count=0
export IMPL_p_sw_share_pct=24.6
export IMPL_combinationalPowerShare_pct=30.3
export IMPL_final_layout_size_suffix_gt1_share_pct=11.7
export IMPL_globalplace_congestion=0.832
export IMPL_slew_limit_headroom_pct=75.9
export IMPL_seq_area_frac_synth_pct=23.9
export IMPL_arrival_time_at_the_worst_endpoint_ns=1.99
export IMPL_grt_antenna_before_repair=0
export IMPL_min_period_ns=1.89
export IMPL_hold_viol_final=0
export IMPL_dp_worst_setup_slack_ns=0.0831
export IMPL_layout_cells_non_filler=144
export IMPL_dpl_hpwl_um=1300
export IMPL_std_cell_rows=23
export IMPL_die_x_um=85
export IMPL_total_power_divided_by_cell_area_nw_per_um2=493
export IMPL_post_cts_resized_instances=0
export IMPL_numPlacedInstances=141
export IMPL_antenna_cells_inserted=0
export IMPL_detail_route_wirelength_um=1650
export IMPL_first_global_vias=609
export IMPL_final_max_slew_violation_count=0
export IMPL_gate_count_of_the_mapped_netlist=66
export IMPL_endpoint_kind="register"
export IMPL_ctsHtreeMaxLevel=1
export IMPL_ys_seq_elements=6
export IMPL_filler_cells_inserted=425
export IMPL_hold_path_class="reg -> reg"
export IMPL_required_ns=2.30
export IMPL_fin_area_um2=856
export IMPL_synth_chip_area_um2=503
export IMPL_core_area_um2=4060
export IMPL_critical_path_startpoint_type="input port"
export IMPL_synth_distinct_cells=36
export IMPL_cts_setup_buffers=0
export IMPL_result_of_the_run="finished, final reports clean"
export IMPL_grt_max_degree=10
export IMPL_detail_route_iter0_violations=45
export IMPL_grt_usage_pct=4.42
export IMPL_post_synth_top_area_cell="dfxtp_1"
export IMPL_grt_setup_unrepaired="false"
export IMPL_worst_slew_pin_tran_ns=0.352
export IMPL_postPlaceCellArea_um2=815
export IMPL_period_utilisation_layout_pct=86.0
export IMPL_power_switching_mw=0.104
export IMPL_post_cts_hold_buffer_count=0
export IMPL_stage_log_warnings=29
export IMPL_synthesis_area_per_instance_um2=7.62
export IMPL_vias_per_instance=4.40
export IMPL_clkTransAtPathRegs_ns=0.04
export IMPL_tritoncts_num_sinks=6
export IMPL_setup_viol_count_final=0
export IMPL_cts_made_buffers=3
export IMPL_clock_power_share_pct=39.4
export IMPL_max_clock_path_buffers=2
export IMPL_avgRoutedWirePerCell_um=11.4
export IMPL_crit_path_max_fanout=3
export IMPL_detail_route_first_pass_iterations=5
export IMPL_floorplan_initialDensity_pct=12.4
export IMPL_setup_slack_ns=0.309
export IMPL_internal_power_summed_over_all_cells_mw=0.318
export IMPL_leakage_nw=0.314
export IMPL_most_frequently_used_flop_master_after_synthesis="dfxtp_1"
export IMPL_vias=634
export IMPL_io_buffers=22
export IMPL_area_growth_pct=70.1
export IMPL_chip_area_um2=7230
export IMPL_reg2reg_setup_slack_ns=1.33
export IMPL_cell_area_after_synthesis_um2=503
export IMPL_root_buffer="clkbuf_8"
export IMPL_synthesis_yosys_warnings=1
export IMPL_utilization_pct=21.1
export IMPL_pwr_share_seq_pct=30.3
export IMPL_cts_tree="yes"
export IMPL_accumulated_negative_setup_slack_ns=0
export IMPL_grt_pass1_wl_um=2730
export IMPL_crit_type="in -> reg"
[critical path: stages]
cell and delay, ns:
clkdlybuf4s50_1 0.44, or4_1 0.51, a21oi_1 0.15, o2111ai_1 0.13, a311o_1 0.33
[sequential cells by signal, summed over array words and instances (netlist names)]
name	cells
volume	3
tempo	3
[cells in the mapped netlist (all sizes together), types with 2 or more instances]
cell type  n
o211ai     2
buf        3
inv        2
clkbuf     2
a31oi      3
nand2      5
a41o       2
nor2       6
nor3b      2
nor4       2
a21oi      3
o21ai      4
nand3      3
dfxtp      6
nand4b     2
[path summary, 6_finish.rpt]
check                           depth (start not counted)  startpoint   endpoint
worst max-delay path                                    5   blue_y[5]  volume[0]
worst min-delay path                                    1    tempo[2]   tempo[2]
worst max register to register                          2   volume[0]  volume[0]
worst min register to register                          1    tempo[2]   tempo[2]
[power groups by stage]
stage     clock network (mW)  registers [mW]  logic (mW)
4_1_cts                0.171           0.128       0.129
5_1_grt                0.180           0.130       0.141
6_report               0.166           0.128       0.128
[cell type report]
class | instances | area [µm²] | area share (%)
multi-input cells | 53 | 344 | 40.2
repair buffers | 30 | 280 | 32.7
well taps | 50 | 62.6 | 7.31
inverters | 2 | 7.51 | 0.877
flip-flops and latches | 6 | 120 | 14.0
clock buffers | 3 | 41.3 | 4.82
[per-stage QoR]
| stage | total power, mW | hold slack, ns |
|---|---|---|
| floorplan | 0.176 | 0.416 |
| global placement | 0.256 | 0.458 |
| detailed placement | 0.258 | 0.461 |
| CTS | 0.428 | 0.470 |
| global route | 0.450 | 0.506 |
| finish | 0.422 | 0.465 |
[logic make-up after synthesis]
family	share of synthesized area [%]
flops	23.9
compound gates	44.3
simple gates	24.1
buf+inv	7.71
[cells in the final DEF, fill, tap and decap left out, types with 2 or more instances in the layout]
cell,count
nand3_1,3
buf_4,8
clkdlybuf4s50_1,22
nand4b_1,2
nor3b_1,2
a21oi_1,3
clkbuf_8,3
nor4_1,2
a31oi_1,3
nor2_1,6
a41o_1,2
o211ai_1,2
inv_1,2
dfxtp_1,6
o21ai_0,4
nand2_1,5
[per-layer routing]
| metal | track usage, % | vias to the layer above | routed length [µm] |
|---|---|---|---|
| met5 | 0 | - | 0 |
| met4 | 0.299 | 0 | 0 |
| met3 | 2.41 | 0 | 164 |
| met2 | 6.13 | 26 | 655 |
| met1 | 6.11 | 285 | 828 |
| li1 | - | 323 | - |
Power is estimated from default activity; no workload was simulated.
