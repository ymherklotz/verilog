==> /design/flow/design.v <==
module TestVerilog(first_red_pos_x, sec_red_pos_x, top_grid_x0, top_grid_x1, top_grid_x2, top_grid_x3, top_grid_x4, 
                      top_grid_x5, top_grid_x6, top_grid_x7, top_grid_x8, top_grid_x9, top_grid_x10, top_grid_x11, top_grid_x12, 
                      top_grid_x13, top_grid_x14, top_grid_x15, top_grid_x16, top_grid_x17, top_grid_x18, top_grid_x19, top_grid_x20, 
                      top_grid_x21, top_grid_x22, top_grid_x23, top_grid_x24, top_grid_x25, top_grid_x26, top_grid_x27, top_grid_x28, 
                      top_grid_x29, top_grid_x30, top_grid_x31);
   input [9:0] first_red_pos_x;
   input [9:0] sec_red_pos_x;
   output [9:0] top_grid_x0;
   output [9:0] top_grid_x1;
   output [9:0] top_grid_x2;
   output [9:0] top_grid_x3;
   output [9:0] top_grid_x4;
   output [9:0] top_grid_x5;
   output [9:0] top_grid_x6;
   output [9:0] top_grid_x7;
   output [9:0] top_grid_x8;
   output [9:0] top_grid_x9;
   output [9:0] top_grid_x10;
   output [9:0] top_grid_x11;
   output [9:0] top_grid_x12;
   output [9:0] top_grid_x13;
   output [9:0] top_grid_x14;
   output [9:0] top_grid_x15;
   output [9:0] top_grid_x16;
   output [9:0] top_grid_x17;
   output [9:0] top_grid_x18;
   output [9:0] top_grid_x19;
   output [9:0] top_grid_x20;
   output [9:0] top_grid_x21;
   output [9:0] top_grid_x22;
   output [9:0] top_grid_x23;
   output [9:0] top_grid_x24;
   output [9:0] top_grid_x25;
   output [9:0] top_grid_x26;
   output [9:0] top_grid_x27;
   output [9:0] top_grid_x28;
   output [9:0] top_grid_x29;
   output [9:0] top_grid_x30;
   output [9:0] top_grid_x31;
   assign top_grid_x0 = first_red_pos_x;
   assign top_grid_x1 = ((sec_red_pos_x - first_red_pos_x) / 32) + first_red_pos_x;
   assign top_grid_x2 = (2 * (sec_red_pos_x - first_red_pos_x) / 32) + first_red_pos_x;
   assign top_grid_x3 = (3 * (sec_red_pos_x - first_red_pos_x) / 32) + first_red_pos_x;
   assign top_grid_x4 = (4 * (sec_red_pos_x - first_red_pos_x) / 32) + first_red_pos_x;
   assign top_grid_x5 = (5 * (sec_red_pos_x - first_red_pos_x) / 32) + first_red_pos_x;
   assign top_grid_x6 = (6 * (sec_red_pos_x - first_red_pos_x) / 32) + first_red_pos_x;
   assign top_grid_x7 = (7 * (sec_red_pos_x - first_red_pos_x) / 32) + first_red_pos_x;
   assign top_grid_x8 = (8 * (sec_red_pos_x - first_red_pos_x) / 32) + first_red_pos_x;
   assign top_grid_x9 = (9 * (sec_red_pos_x - first_red_pos_x) / 32) + first_red_pos_x;
   assign top_grid_x10 = (10 * (sec_red_pos_x - first_red_pos_x) / 32) + first_red_pos_x;
   assign top_grid_x11 = (11 * (sec_red_pos_x - first_red_pos_x) / 32) + first_red_pos_x;
   assign top_grid_x12 = (12 * (sec_red_pos_x - first_red_pos_x) / 32) + first_red_pos_x;
   assign top_grid_x13 = (13 * (sec_red_pos_x - first_red_pos_x) / 32) + first_red_pos_x;
   assign top_grid_x14 = (14 * (sec_red_pos_x - first_red_pos_x) / 32) + first_red_pos_x;
   assign top_grid_x15 = (15 * (sec_red_pos_x - first_red_pos_x) / 32) + first_red_pos_x;
   assign top_grid_x16 = (16 * (sec_red_pos_x - first_red_pos_x) / 32) + first_red_pos_x;
   assign top_grid_x17 = (17 * (sec_red_pos_x - first_red_pos_x) / 32) + first_red_pos_x;
   assign top_grid_x18 = (18 * (sec_red_pos_x - first_red_pos_x) / 32) + first_red_pos_x;
   assign top_grid_x19 = (19 * (sec_red_pos_x - first_red_pos_x) / 32) + first_red_pos_x;
   assign top_grid_x20 = (20 * (sec_red_pos_x - first_red_pos_x) / 32) + first_red_pos_x;
   assign top_grid_x21 = (21 * (sec_red_pos_x - first_red_pos_x) / 32) + first_red_pos_x;
   assign top_grid_x22 = (22 * (sec_red_pos_x - first_red_pos_x) / 32) + first_red_pos_x;
   assign top_grid_x23 = (23 * (sec_red_pos_x - first_red_pos_x) / 32) + first_red_pos_x;
   assign top_grid_x24 = (24 * (sec_red_pos_x - first_red_pos_x) / 32) + first_red_pos_x;
   assign top_grid_x25 = (25 * (sec_red_pos_x - first_red_pos_x) / 32) + first_red_pos_x;
   assign top_grid_x26 = (26 * (sec_red_pos_x - first_red_pos_x) / 32) + first_red_pos_x;
   assign top_grid_x27 = (27 * (sec_red_pos_x - first_red_pos_x) / 32) + first_red_pos_x;
   assign top_grid_x28 = (28 * (sec_red_pos_x - first_red_pos_x) / 32) + first_red_pos_x;
   assign top_grid_x29 = (29 * (sec_red_pos_x - first_red_pos_x) / 32) + first_red_pos_x;
   assign top_grid_x30 = (30 * (sec_red_pos_x - first_red_pos_x) / 32) + first_red_pos_x;
   assign top_grid_x31 = (31 * (sec_red_pos_x - first_red_pos_x) / 32) + first_red_pos_x;
endmodule  
==> /design/flow/run.sh <==
#!/bin/bash
# OpenROAD 26Q1-2900-gdf79404cd8, Yosys 0.63+post, stock flow scripts
make -C /OpenROAD-flow-scripts/flow DESIGN_CONFIG=/design/flow/config.mk WORK_HOME=/design/flow/orfs finish
==> /design/flow/config.mk <==
export PLATFORM = sky130hd
export DESIGN_NAME = TestVerilog
export DESIGN_NICKNAME = TestVerilog
export VERILOG_FILES = /design/flow/design.v
export SDC_FILE = /design/flow/constraint.sdc
export NUM_CORES = 4
export LEC_CHECK = 1
export CORE_UTILIZATION = 30
==> /design/flow/constraint.sdc <==
current_design TestVerilog

set clk_period 16.2
set clk_io_pct 0.2

create_clock -name clk0 -period $clk_period

set non_clock_inputs [all_inputs -no_clocks]
set_input_delay [expr $clk_period * $clk_io_pct] -clock clk0 $non_clock_inputs
set_output_delay [expr $clk_period * $clk_io_pct] -clock clk0 [all_outputs]
==> results.py <==
# Generated from Yosys and OpenROAD reports
metrics = {
    "clocking": {
        "cts_hold_buf": 0,
        "post_cts_buffers": 0,
        "cts_resized": 0,
    },
    "floorplanning": {
        "die-area_um2": 68440,
        "fp_util": 0.3054,
        "ioPinCount": 340,
        "die_w_um": 261.6,
        "core_area_um2": 66220,
        "dieHeight_um": 261.6,
        "std_cell_rows": 94,
    },
    "synthesis": {
        "netlist_instances": 2454,
        "top_area_frac": 0.3001,
        "ys.warnings.count": 0,
        "area_leaders": "ha_1 (30%), fa_1 (15%), xnor2_1 (12%)",
        "top_cell": "ha_1",
        "syn_area_um2": 20220,
        "common_cells": "ha_1 (485), inv_1 (360), xnor2_1 (279), a21oi_1 (245), nor2_1 (157)",
        "ys_cells": 2454,
        "ys_seq_share": 0,
        "yosys.stat.chipArea_um2": 20220,
        "synth_cell_types": 72,
        "largest_area_cell": "ha_1",
        "avgSynthCellArea_um2": 8.239,
    },
    "final_timing": {
        "finalSetupViolations": 0,
        "setup_ws_ns": 2.031,
        "rsz0062_at_grt": "false",
        "hold_ws_ns": 7.248,
        "period_needed_ns": 14.17,
        "drv_slew": 0,
        "setup_tns_ns": 0,
        "tightestPinTransition_ns": 0.9096,
        "finalClockPeriodUsage": 0.8746,
        "max_slew_margin": 0.3779,
        "max_freq_mhz": 70.58,
        "hold_violations": 0,
    },
    "place": {
        "io_buffers": 340,
        "pre_cts_ws_ns": 2.114,
        "place_hpwl_um": 59880,
        "dp.cells": 3666,
        "place_congestion": 1.001,
    },
    "route": {
        "wl_um": 69530,
        "antenna_cells": 0,
        "first_pass_iters": 5,
        "ant_nets": 0,
        "routedWlPerCell_um": 18.96,
        "first_iter_violations": 749,
        "routed-via-count": 17890,
        "drc_errors": 0,
        "vias_per_cell": 4.881,
    },
    "global_route": {
        "grt_pass1_wl_um": 104400,
        "grt_usage": 0.2078,
        "grt_pass1_vias": 17510,
        "grt_overflow": 0,
        "antenna_found_initial": 3,
        "grt_max_degree": 34,
    },
    "setup_path": {
        "required_ns": 12.96,
        "path_max_fanout": 20,
        "worstPathArrival_ns": 10.93,
        "critical_path_class": "input port to primary output",
        "startpoint_type": "input port",
        "worstSetupEndpointType": "primary output",
    },
    "cells_and_area": {
        "layout-drive-gt1-share": 0.03069,
        "flops": 0,
        "fin_cells": 3666,
        "clkbuf_count": 0,
        "register_area_um2": 0,
        "synthToLayoutAreaGrowth_pct": 22.57,
    },
    "job": {
        "maxCapViolCount": 0,
        "warning_count": 52,
    },
    "hold_path": {
        "hp-class": "input port to primary output",
    },
    "run_status": {
        "status": "complete, no violations",
    },
}
==> final timing paths <==
kind / startpoint / endpoint / slack (ns) / cells after the start
hold / removal: first_red_pos_x[0] / top_grid_x0[0] / 7.25 / 3
setup / recovery: first_red_pos_x[4] / top_grid_x23[9] / 2.03 / 28
==> worst max-delay path, stage by stage <==
cell and delay [ns]:
buf_2 0.08, buf_4 0.36, inv_1 0.09, ha_1 0.33, or3_1 0.37, or3_1 0.39
and3_1 0.20, or2_2 0.57, ha_1 0.49, inv_1 0.23, o31ai_1 0.64, inv_1 0.30
fa_1 0.54, inv_1 0.04, ha_1 0.32, nand2_1 0.08, a21oi_1 0.04, a221oi_1 0.46
nor2b_1 0.12, o21a_1 0.18, nor2_1 0.10, xnor2_1 0.08, ha_1 0.33, nand2_1 0.06
o41ai_1 0.33, xnor2_1 0.26, xnor2_1 0.16, clkdlybuf4s50_1 0.51
==> placed cells by master, fill, tap and decap left out, types with 12 or more instances in the layout <==
cell             count
fa_1               150
nand2_1             78
nor2_1             155
a21o_1              78
inv_1              360
xor2_1             121
clkdlybuf4s50_1    331
o21bai_1            83
nor4_1              12
nand2b_1            18
buf_4               36
nor3_1              45
a31oi_1             15
a21oi_1            245
xnor2_1            278
o21a_1              31
o21ai_0             71
ha_1               485
o41ai_1             12
and3_1              12
nor2b_1             30
==> logic make-up after synthesis <==
logic type / after synthesis / synth area share
xor+xnor: 408 / 0.1824
fa+ha+maj: 635 / 0.4486
simple gates: 402 / 0.09381
mux: 8 / 0.004827
compound gates: 611 / 0.1952
buf+inv: 390 / 0.07512
==> layer usage <==
layer  share of wire  GRT usage  vias to the layer above
li1                -          -                     9124
met1            0.45     0.2892                     8331
met2            0.48     0.3563                      389
met3           0.053    0.03021                       42
met4           0.010    0.01760                        6
met5         0.00053   0.002778                        -
==> stage by stage <==
step             util  cell area [um^2]
6_report       0.3743             24780
5_1_grt        0.3743             24780
4_1_cts        0.3743             24780
3_5_place_dp   0.3743             24780
3_3_place_gp   0.3743             24780
2_1_floorplan       -             20220
==> area by class of cell <==
| type | instances | area [um^2] |
|---|---|---|
| Inverter | 363 | 1365 |
| Fill cell | 6776 | 41430 |
| Tap cell | 864 | 1081 |
| Multi-Input combinational cell | 2064 | 18710 |
| Timing Repair Buffer | 375 | 3623 |
