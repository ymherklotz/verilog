===== flow/run.sh =====
#!/bin/bash
# OpenROAD 26Q1-2900-gdf79404cd8, Yosys 0.63+post, stock flow scripts
make -C /OpenROAD-flow-scripts/flow DESIGN_CONFIG=/design/flow/config.mk WORK_HOME=/design/flow/orfs finish

===== flow/config.mk =====
export PLATFORM = sky130hd
export DESIGN_NAME = column_chooser
export DESIGN_NICKNAME = column_chooser
export VERILOG_FILES = /design/flow/design.v
export SDC_FILE = /design/flow/constraint.sdc
export NUM_CORES = 4
export LEC_CHECK = 1
export CORE_UTILIZATION = 40

===== flow/constraint.sdc =====
current_design column_chooser

set clk_period 16.2
set clk_io_pct 0.2

create_clock -name clk0 -period $clk_period

set non_clock_inputs [all_inputs -no_clocks]
set_input_delay [expr $clk_period * $clk_io_pct] -clock clk0 $non_clock_inputs
set_output_delay [expr $clk_period * $clk_io_pct] -clock clk0 [all_outputs]

===== flow/design.v =====
module column_chooser(first_red_pos_x, sec_red_pos_x, top_grid_x0, top_grid_x1, top_grid_x2, top_grid_x3, top_grid_x4, 
                      top_grid_x5, top_grid_x6, top_grid_x7, top_grid_x8, top_grid_x9, top_grid_x10, top_grid_x11, top_grid_x12, 
                      top_grid_x13, top_grid_x14, top_grid_x15, top_grid_x16, top_grid_x17, top_grid_x18, top_grid_x19, top_grid_x20, 
                      top_grid_x21, top_grid_x22, top_grid_x23, top_grid_x24, top_grid_x25, top_grid_x26, top_grid_x27, top_grid_x28, 
                      top_grid_x29, top_grid_x30, top_grid_x31);
   input [9:0] first_red_pos_x;
   input [9:0] sec_red_pos_x;
   output [9:0] top_grid_x0;
   output [9:0] top_grid_x1;
   output [9:0] top_grid_x2;
   output [9:0] top_grid_x3;
   output [9:0] top_grid_x4;
   output [9:0] top_grid_x5;
   output [9:0] top_grid_x6;
   output [9:0] top_grid_x7;
   output [9:0] top_grid_x8;
   output [9:0] top_grid_x9;
   output [9:0] top_grid_x10;
   output [9:0] top_grid_x11;
   output [9:0] top_grid_x12;
   output [9:0] top_grid_x13;
   output [9:0] top_grid_x14;
   output [9:0] top_grid_x15;
   output [9:0] top_grid_x16;
   output [9:0] top_grid_x17;
   output [9:0] top_grid_x18;
   output [9:0] top_grid_x19;
   output [9:0] top_grid_x20;
   output [9:0] top_grid_x21;
   output [9:0] top_grid_x22;
   output [9:0] top_grid_x23;
   output [9:0] top_grid_x24;
   output [9:0] top_grid_x25;
   output [9:0] top_grid_x26;
   output [9:0] top_grid_x27;
   output [9:0] top_grid_x28;
   output [9:0] top_grid_x29;
   output [9:0] top_grid_x30;
   output [9:0] top_grid_x31;
   assign top_grid_x0 = first_red_pos_x;
   assign top_grid_x1 = ((sec_red_pos_x - first_red_pos_x) / 32) + first_red_pos_x;
   assign top_grid_x2 = (2 * (sec_red_pos_x - first_red_pos_x) / 32) + first_red_pos_x;
   assign top_grid_x3 = (3 * (sec_red_pos_x - first_red_pos_x) / 32) + first_red_pos_x;
   assign top_grid_x4 = (4 * (sec_red_pos_x - first_red_pos_x) / 32) + first_red_pos_x;
   assign top_grid_x5 = (5 * (sec_red_pos_x - first_red_pos_x) / 32) + first_red_pos_x;
   assign top_grid_x6 = (6 * (sec_red_pos_x - first_red_pos_x) / 32) + first_red_pos_x;
   assign top_grid_x7 = (7 * (sec_red_pos_x - first_red_pos_x) / 32) + first_red_pos_x;
   assign top_grid_x8 = (8 * (sec_red_pos_x - first_red_pos_x) / 32) + first_red_pos_x;
   assign top_grid_x9 = (9 * (sec_red_pos_x - first_red_pos_x) / 32) + first_red_pos_x;
   assign top_grid_x10 = (10 * (sec_red_pos_x - first_red_pos_x) / 32) + first_red_pos_x;
   assign top_grid_x11 = (11 * (sec_red_pos_x - first_red_pos_x) / 32) + first_red_pos_x;
   assign top_grid_x12 = (12 * (sec_red_pos_x - first_red_pos_x) / 32) + first_red_pos_x;
   assign top_grid_x13 = (13 * (sec_red_pos_x - first_red_pos_x) / 32) + first_red_pos_x;
   assign top_grid_x14 = (14 * (sec_red_pos_x - first_red_pos_x) / 32) + first_red_pos_x;
   assign top_grid_x15 = (15 * (sec_red_pos_x - first_red_pos_x) / 32) + first_red_pos_x;
   assign top_grid_x16 = (16 * (sec_red_pos_x - first_red_pos_x) / 32) + first_red_pos_x;
   assign top_grid_x17 = (17 * (sec_red_pos_x - first_red_pos_x) / 32) + first_red_pos_x;
   assign top_grid_x18 = (18 * (sec_red_pos_x - first_red_pos_x) / 32) + first_red_pos_x;
   assign top_grid_x19 = (19 * (sec_red_pos_x - first_red_pos_x) / 32) + first_red_pos_x;
   assign top_grid_x20 = (20 * (sec_red_pos_x - first_red_pos_x) / 32) + first_red_pos_x;
   assign top_grid_x21 = (21 * (sec_red_pos_x - first_red_pos_x) / 32) + first_red_pos_x;
   assign top_grid_x22 = (22 * (sec_red_pos_x - first_red_pos_x) / 32) + first_red_pos_x;
   assign top_grid_x23 = (23 * (sec_red_pos_x - first_red_pos_x) / 32) + first_red_pos_x;
   assign top_grid_x24 = (24 * (sec_red_pos_x - first_red_pos_x) / 32) + first_red_pos_x;
   assign top_grid_x25 = (25 * (sec_red_pos_x - first_red_pos_x) / 32) + first_red_pos_x;
   assign top_grid_x26 = (26 * (sec_red_pos_x - first_red_pos_x) / 32) + first_red_pos_x;
   assign top_grid_x27 = (27 * (sec_red_pos_x - first_red_pos_x) / 32) + first_red_pos_x;
   assign top_grid_x28 = (28 * (sec_red_pos_x - first_red_pos_x) / 32) + first_red_pos_x;
   assign top_grid_x29 = (29 * (sec_red_pos_x - first_red_pos_x) / 32) + first_red_pos_x;
   assign top_grid_x30 = (30 * (sec_red_pos_x - first_red_pos_x) / 32) + first_red_pos_x;
   assign top_grid_x31 = (31 * (sec_red_pos_x - first_red_pos_x) / 32) + first_red_pos_x;
endmodule  

==> metrics.log <==
[flow] final metrics
[metrics] kind of start point of the critical path: input port
[metrics] final routed DRC violation total: 0
[metrics] result of the run: finished clean
[metrics] Post-Route WL: 67.70 mm
[metrics] worst slack at placement: 1.846 ns
[metrics] number of port buffers: 340
[metrics] Die X-Extent: 226.8 um
[metrics] cell family with the largest share of critical-path delay: AND-OR/OR-AND gates
[metrics] final tally of setup violations: 0
[metrics] main logic family after synthesis: adder cells
[metrics] top area cells in the synthesized netlist: ha_1, fa_1, xnor2_1, inv_1, a21oi_1
[metrics] worst setup slack after layout: 1.868 ns
[metrics] Die ar.: 51450 um2
[metrics] largest net degree at the start of global routing: 34
[metrics] sequence of cells on the critical path: buf_2 -> inv_1 -> ha_1 -> or3_1 -> or3_1 -> and3_1 -> or2_2 -> ha_1 -> inv_1 -> o31ai_1 -> inv_1 -> fa_1 -> inv_1 -> ha_1 -> o41ai_1 -> o21bai_1 -> a21o_1 -> xor2_1 -> ha_1 -> nand2_1 -> o41ai_1 -> xnor2_1 -> xnor3_1 -> clkdlybuf4s50_1
[metrics] HP Class: in2out
[metrics] fraction of final layout cells with drive strength greater than 1: 3.000%
[metrics] number of standard cells reported by yosys: 2454
[metrics] initial antenna violation count: 0
[metrics] buffers plus inverters on the worst setup path: 6
[metrics] combined flip-flop and latch cell area: 0 um2
[metrics] setup bufs post-CTS: 0
[metrics] simple-gate share of the synthesized area: 9.381%
[metrics] count of unique library cells instantiated by Yosys: 72
[metrics] Synth Seq Share: 0%
[metrics] Sum Neg Setup Slack: 0 ns
[metrics] Resized Gates After CTS: 0
[metrics] violation count after the first detailed-route iteration: 682
[metrics] die boundary height: 226.8 um
[metrics] number of nets with antenna violations after routing: 0
[metrics] post-synth top area share: 30.01%
[metrics] Endpoint, Worst Hold: top_grid_x0[1]
[metrics] Least-Margin Pin Slew: 0.9049 ns
[metrics] RSZ-0062 raised after global routing: no
[metrics] post-cts hold-fix buffer tally: 0
[metrics] multiplexer share of the synthesized area: 0.4827%
[metrics] data required time of the critical path: 12.96 ns
[metrics] shortest period the worst path allows: 14.33 ns
[metrics] period utilization: 88.47%
[metrics] starting utilization of the core area: 40.47%
[metrics] DPL Wire Length: 58.41 mm
[metrics] number of clock buffers in the layout: 0
[metrics] design area: 24530 um2
[metrics] post-synthesis cell area: 20220 um2
[metrics] number of antenna repair diodes: 0
[metrics] wire length of the first global-routing pass: 103.4 mm
[metrics] Post-Syn Instances: 2454
[metrics] worst setup path category: in2out
[metrics] placeable core region: 49970 um2
[metrics] Vias: 18120
[metrics] count of flip-flops and latches: 0
[metrics] placement row count: 82
[metrics] Crit-path slowest cell: o31ai_1
[metrics] Tool Warnings: 52
[metrics] Layout fillers: 4747
[metrics] Routability Congestion: 1.037
[metrics] Ports: 340
[metrics] average detailed-routed wire length per instance: 19.50 um
[metrics] Critical Path AT: 11.09 ns
[metrics] yosys adder share: 44.86%
[metrics] Worst Hold Depth: 2
[metrics] Avg Vias per Cell: 5.219
[metrics] Critical Path Max Stage Delay: 0.70 ns
[metrics] worst slew margin relative to its limit: 38.12%
[metrics] cell type contributing the most total cell area after synthesis: ha_1
[metrics] Worst Hold Margin: 7.169 ns
[metrics] Worst Min Path Start: first_red_pos_x[1]
[metrics] post-synthesis average cell area: 8.239 um2
[metrics] Remaining Overflow, GRT: 0
[metrics] XOR-XNOR Cells, Area Fraction: 18.24%
[metrics] Area growth syn-to-layout: 21.31%
[metrics] Final Util: 49.09%
[metrics] via count of the first global-routing pass: 18290
[metrics] warnings from Yosys: 0
[metrics] gr usage total: 27.39%
[metrics] maximum clock frequency: 0.06977 GHz
[metrics] count of pins over their slew limit: 0
[metrics] placed standard-cell area: 24530 um2
[metrics] maximum net fanout on the critical path: 20
[metrics] Yosys chip area: 20220 um2
[metrics] Compound Share, Synth: 19.52%
[metrics] max cap viols: 0
[metrics] first drt pass iteration count: 7
[metrics] number of failing hold endpoints at the final stage: 0
[metrics] Setup crit end kind: output pin
## placed cells by master (no fill, tap or decap), drive strengths merged, types with 16 or more instances in the layout
cell type      netlist  layout
xor2               122     122
nand2               79      79
buf                 17      42
o21bai              83      83
xnor2              281     281
nand2b              18      18
a31oi               16      16
clkdlybuf4s50        0     331
nor2               157     157
o21a                31      31
nor2b               30      30
nor3                45      45
a21oi              245     245
inv                361     361
o21ai               77      77
ha                 485     485
a21o                78      78
fa                 150     150
## metrics by stage
| step | instances |
|---|---|
| after global placement | 3472 |
| final | 3472 |
| after CTS | 3472 |
| after detailed placement | 3472 |
| after global routing | 3472 |
| after floorplan | 2454 |
## how the worst max path moves through the flow
stage	slack, ns	depth (start not counted)	start	to
6_report	1.87	24	first_red_pos_x[4]	top_grid_x31[9]
4_1_cts	1.81	27	first_red_pos_x[4]	top_grid_x23[9]
5_1_grt	1.36	27	first_red_pos_x[4]	top_grid_x23[9]
## cell usage after synthesis, types with 7 or more instances
cell       instances
ha_1             485
inv_1            360
xnor2_1          279
a21oi_1          245
nor2_1           157
fa_1             150
xor2_1           121
o21bai_1          83
a21o_1            78
nand2_1           78
o21ai_0           71
nor3_1            45
o21a_1            31
nor2b_1           30
nand2b_1          18
a31oi_1           15
and3_1            12
nor4_1            12
o41ai_1           12
buf_4             10
clkbuf_1          10
nand3_1            9
or3_1              9
and2_1             8
o21ba_2            8
a2111oi_0          7
nand4_1            7
## logic make-up after synthesis
kind of cell / after synthesis
multiplexers: 8
adder cells (fa/ha/maj): 635
AND/OR/NAND/NOR: 402
AND-OR/OR-AND: 611
XOR/XNOR: 408
buffers and inverters: 390
## area by class of cell
type                       count  area [um2]  share of cell area, %
tap                          672       840.8                  3.428
timing repair buffer         373        3608                  14.71
inverter                     363        1365                  5.565
multi-input combinational   2064       18710                  76.29
## routing by layer
metal | up-vias | share of wire, % | GRT usage, %
met2 | 450 | 49 | 47.15
met1 | 8492 | 45 | 37.60
met4 | 0 | 1.9 | 4.468
met5 | - | 0 | 0
li1 | 9103 | - | -
met3 | 75 | 4.5 | 3.281
